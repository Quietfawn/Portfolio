[./config.mk]
export PLATFORM = sky130hd
export DESIGN_NAME = rmii_tx
export DESIGN_NICKNAME = rmii_tx
export VERILOG_FILES = /design/flow/design.v
export SDC_FILE = /design/flow/constraint.sdc
export NUM_CORES = 4
export LEC_CHECK = 1
export CORE_AREA = 10 10 81 81
export DIE_AREA = 0 0 91 91
[./constraint.sdc]
current_design rmii_tx

set clk_period 2.1
set clk_io_pct 0.2

create_clock -name clk0 -period $clk_period [get_ports {clk}]

set non_clock_inputs [all_inputs -no_clocks]
set_input_delay [expr $clk_period * $clk_io_pct] -clock clk0 $non_clock_inputs
set_output_delay [expr $clk_period * $clk_io_pct] -clock clk0 [all_outputs]
[./design.v]
package uart_pkg;
  parameter int unsigned CLK_HZ = 100_000_000;
  parameter int unsigned BAUD   = 115200;
endpackage
module rmii_tx#()
(
input logic rst,
input logic data_valid,
input logic [7:0] data, 
input logic clk, 
output logic tx_en,
output logic [1:0] txd,
output logic tx_rdy
);
typedef enum logic [1:0] {
        IDLE,
        START,
        TX,
        XXX = 'x
        } state_t;
state_t state_r;
logic [1:0] bit_counter;
logic [7:0] data_r;
always_ff @(posedge clk or posedge rst)
if (rst) begin
    tx_en <= '0;
    txd <= '0;
    tx_rdy <= '1;
    state_r <= IDLE;
    bit_counter <= '0;
end else begin
    begin
        case (state_r)
        IDLE:
        begin
            if(data_valid) begin
                data_r <= data;
                state_r <= TX;
                tx_rdy <= 1'b0; 
            end else begin
                txd <= '0;
                tx_en <='0;
                tx_rdy <= '1;
            end
        end
        START:
        begin
        end
        TX:
        begin
            tx_rdy <= 1'b1;
            tx_en <= 1'b1;
            txd <= data_r[1:0];
            data_r <= data_r >> 2;
            bit_counter <= bit_counter + 1'b1;
            if (bit_counter == '1) begin
                if (data_valid) begin
                    data_r <= data;
                    tx_rdy <= 1'b0;
                    bit_counter <= '0;
                end else state_r <= IDLE;
            end
        end
        endcase
    end
end
endmodule
[./run.sh]
#!/bin/bash
# OpenROAD 26Q1-2900-gdf79404cd8, Yosys 0.63+post, stock flow scripts
make -C /OpenROAD-flow-scripts/flow DESIGN_CONFIG=/design/flow/config.mk WORK_HOME=/design/flow/orfs finish
==> Changelog: implementation <==
### Metrics

- Layout cells sized above 1: 20.0%
- Die Width: 91 um
- P_leak: 0.351 nW
- Largest net degree at the start of global routing: 11
- Slew Limit Fails: 0
- Synth top area cells: edfxtp_1, dfrtp_1, mux2_2, dfstp_2, o21ai_0
- CP max FO: 2
- Clk_skew: 1.15 ps
- Num CTS Buffers: 3
- Hold Crit Class: in -> async
- Synthesized area per cell: 13.3 sq um
- DRC: 0
- Tool Warnings: 26
- I/O pin total: 15
- Register area share after synthesis: 64.0%
- Slew at the pin closest to its max-slew limit: between 300 and 400 ps
- Slowest CP cell: dfstp_2
- Min Tclk post-route: 1650 ps
- Via-to-Cell Ratio: 3.34
- Routed WL: 1390 um
- Detailed Place HPWL: 1110 um
- Post-CTS resize count: 0
- Drt wl/cell: 10.1 um
- Synthesized instance count: between 50 and 60
- Area after DPL: between 900 and 1000 sq um
- Flops out of synthesis: 16
- CORE AREA: slightly below 5000 sq um
- Post-synthesis cell area: 692 sq um
- Number of detailed-route iterations in the first pass: 4
- First-pass GRT wire length: ~2300 um
- Clock Sinks: 16
- CP Class: reg -> out
- Vias post-DR: between 400 and 500
- Clock buffer depth: 2
- Setup WS pre-CTS: 245 ps
- Peak supply drop: between 300 and 400 uV
- Largest stage delay, worst path: 530 ps
- Worst Setup SP: tx_rdy
- Final Hold Fails: 0
- CP bufs+invs: 1
- Htree depth: 1
- Final core occ: 19.9%
- CTS clk-pin slew, worst paths: 60 ps
- Crit path DAT: 1230 ps
- Critical Path Sink Type: output pin
- Number of enable flip-flop cells: 8
- Area Overhead vs Synth: 38.9%
- Initial antenna violation count: 0
- Die Height: a little over 90 um
- Reg2reg setup slack: about 660 ps
- Final ANT Viol Nets: 0
- Pwr dens: 1250 nW/um^2
- R2r startpoint: bit_counter[0]
- Die Area: 8280 sq um
- Synthesis Warnings: 1
- RSZ-0062 raised after global routing: no
- Synth area leader: edfxtp_1
- Main flop type: edfxtp_1
- Row Count: 25
- Yosys stat area: slightly below 700 sq um
- Post-synth top cells: edfxtp_1, o21ai_0, dfrtp_1, mux2_2, inv_1
- Final setup viols: 0
- IO buf count: 14
- Nature of the critical path startpoint: register
- Post-layout period usage: 78.7%
- Status: finished, final reports clean
- Cts hold-fix bufs: 0
- WHS: approximately 470 ps
- Clock Latency Late Sink: 240 ps
- Gr usage total: 3.45%
- DRT iter0 DRCs: 41
- Critical path data required time: 1680 ps
- Max-cap violations: 0
- Setup TNS: 0 ps
- Vias in the first global route: ~500
- CP delay by family, top: flip-flops
- Number of library cell types mapped by synthesis: 17
- Yosys Instances: between 50 and 60
- Design area: just under 1000 sq um
- Area leader share: around a third
- Clk root buf: clkbuf_8
- Cell Chain, Critical Path: clkdlybuf4s50_1
- Fmax: 605 MHz
- Worst Slack Setup Final: 448 ps
- TritonCTS clock tree: done
- Worst relative slew slack: 77.8%
- Inserted Diodes: 0
- Post-CTS Setup Bufs: 0
- Fp_density: 14.4%
- Most instantiated library cell after synthesis: edfxtp_1
- GR Overflow Total: 0
- Final GP Congestion: 0.770
- Ys async rst share: between 50% and 60%
==> layout make-up <==
type / instances / area, sq um
Timing Repair Buffer: 15 / 148
Fill cell: 529 / 3860
Multi-Input combinational cell: 31 / 226
Sequential cell: 16 / 443
Tap cell: 67 / 83.8
Clock buffer: 4 / 45.0
Inverter: 4 / 15.0
==> where the power goes <==
| group | internal, mW | switching (mW) | total (mW) |
|---|---|---|---|
| Sequential | 0.490 | 0.0889 | 0.579 |
| Clock | 0.134 | 0.0906 | 0.225 |
| Combinational | 0.228 | 0.170 | 0.397 |
| Total | 0.852 | 0.349 | 1.20 |
==> sequential cells by signal (all words and copies together), names as in the netlist <==
signal,flops
txd,2
tx_rdy,1
bit_counter,2
state_r,2
data_r,8
tx_en,1
==> routing by layer <==
| metal | vias to the layer above | wire length, um | part of all wire, % | track usage [%] |
|---|---|---|---|---|
| met3 | 4 | 155 | 11 | 1.99 |
| met5 | - | 0 | 0 | 0 |
| li1 | 219 | - | - | - |
| met4 | 0 | 14 | 1.0 | 0.392 |
| met2 | 20 | 633 | 46 | 5.31 |
| met1 | 215 | 582 | 42 | 4.24 |
==> per-stage QoR <==
| step | std cells | total power, mW |
|---|---|---|
| finish | 137 | 1.20 |
| global route | 137 | 1.30 |
| CTS | 137 | 1.22 |
| detailed placement | 133 | 0.985 |
| global placement | 133 | 0.961 |
| floorplan | 52 | 0.825 |
==> logic make-up (layout without fill, tap and decap cells) <==
logic type | Yosys count | count (layout) | synth area share [%]
DFF | 16 | 16 | 64.0
and+or+nand+nor | 10 | 10 | 7.78
AOI/OAI and AO/OA | 12 | 12 | 10.1
buffers and inverters | 5 | 23 | 3.25
adders and majority gates | 2 | 2 | 3.62
muxes | 7 | 7 | 11.2
==> layout by cell type (no fill, tap or decap) <==
| master | n |
|---|---|
| a21oi_1 | 3 |
| a32o_1 | 2 |
| buf_4 | 1 |
| clkbuf_1 | 1 |
| clkbuf_8 | 3 |
| clkdlybuf4s50_1 | 14 |
| dfrtp_1 | 6 |
| dfstp_2 | 2 |
| edfxtp_1 | 8 |
| ha_1 | 2 |
| inv_1 | 4 |
| mux2_2 | 6 |
| mux2i_1 | 1 |
| nand2_1 | 2 |
| nand2_2 | 1 |
| nand2_4 | 1 |
| nand3_1 | 1 |
| nor2_1 | 3 |
| nor2b_1 | 2 |
| o21ai_0 | 7 |
==> final timing paths <==
kind,to,depth (start not counted)
worst min register to register,txd[1],1
max in group asynchronous,state_r[0],2
min in group clk0,txd[1],1
worst max register to register,data_r[4],4
worst max-delay path,tx_rdy,1
worst min-delay path,bit_counter[1],2
Power figures rest on the tool's default switching activity, not on a simulated workload.
